**./run.sh**
```bash
#!/bin/bash
# OpenROAD 26Q1-2900-gdf79404cd8, Yosys 0.63+post, stock flow scripts
make -C /OpenROAD-flow-scripts/flow DESIGN_CONFIG=/design/flow/config.mk WORK_HOME=/design/flow/orfs finish
```
**./config.mk**
```make
export PLATFORM = sky130hd
export DESIGN_NAME = sdrc_bank_fsm
export DESIGN_NICKNAME = sdrc_bank_fsm
export VERILOG_FILES = /design/flow/design.v
export SDC_FILE = /design/flow/constraint.sdc
export NUM_CORES = 4
export LEC_CHECK = 1
export CORE_UTILIZATION = 30
```
**./constraint.sdc**
```tcl
current_design sdrc_bank_fsm

set clk_period 5.0
set clk_io_pct 0.2

create_clock -name clk0 -period $clk_period [get_ports {clk}]

set non_clock_inputs [all_inputs -no_clocks]
set_input_delay [expr $clk_period * $clk_io_pct] -clock clk0 $non_clock_inputs
set_output_delay [expr $clk_period * $clk_io_pct] -clock clk0 [all_outputs]
```
**./design.v**
```verilog
module sdrc_bank_fsm (clk,
		     reset_n,
		     r2b_req,	    
		     r2b_req_id,    
		     r2b_start,	    
		     r2b_last,	    
		     r2b_wrap,
		     r2b_raddr,	    
		     r2b_caddr,	    
		     r2b_len,	    
		     r2b_write,	    
		     b2r_ack,
                     sdr_dma_last,
		     b2x_req,	    
		     b2x_start,	    
		     b2x_last,	    
		     b2x_wrap,
		     b2x_id,	    
		     b2x_addr,	    
		     b2x_len,	    
		     b2x_cmd,	    
		     x2b_ack,	    
		     tras_ok,       
		     xfr_ok,
		     x2b_refresh,   
		     x2b_pre_ok,    
		     x2b_act_ok,    
		     x2b_rdok,	    
		     x2b_wrok,	    
		     bank_row,
		     tras_delay,    
		     trp_delay,	    
		     trcd_delay);   
parameter  SDR_DW   = 16;   
parameter  SDR_BW   = 2;    
   input                        clk, reset_n;
   input 			r2b_req, r2b_start, r2b_last,
				r2b_write, r2b_wrap;
   input [4-1:0] 	r2b_req_id;
   input [12:0] 		r2b_raddr;
   input [12:0] 		r2b_caddr;
   input [(1'b0 == 1'b0) ? 6 : 12-1:0] 	r2b_len;
   output 			b2r_ack;
   input                        sdr_dma_last;
   output 			b2x_req, b2x_start, b2x_last,
				tras_ok, b2x_wrap;
   output [4-1:0] 	b2x_id;
   output [12:0] 		b2x_addr;
   output [(1'b0 == 1'b0) ? 6 : 12-1:0] 	b2x_len;
   output [1:0] 		b2x_cmd;
   input 			x2b_ack;
   input 			x2b_refresh, x2b_act_ok, x2b_rdok,
				x2b_wrok, x2b_pre_ok, xfr_ok;
   input [3:0] 			tras_delay, trp_delay, trcd_delay;
   output [12:0] 			bank_row;
   reg [2:0] 			bank_st, next_bank_st;
   wire 			b2x_start, b2x_last;
   reg 				l_start, l_last;
   reg 				b2x_req, b2r_ack;
   wire [4-1:0] 	b2x_id;
   reg [4-1:0] 	l_id;
   reg [12:0] 			b2x_addr;
   reg [(1'b0 == 1'b0) ? 6 : 12-1:0] 	l_len;
   wire [(1'b0 == 1'b0) ? 6 : 12-1:0] 	b2x_len;
   reg [1:0] 			b2x_cmd_t;
   reg  			bank_valid;
   reg [12:0] 			bank_row;
   reg [3:0] 			tras_cntr, timer0;
   reg 				l_wrap, l_write;
   wire 			b2x_wrap;
   reg [12:0] 			l_raddr;
   reg [12:0] 			l_caddr;
   reg                          l_sdr_dma_last;
   reg                          bank_prech_page_closed;
   wire  			tras_ok_internal, tras_ok, activate_bank;
   wire 			page_hit, timer0_tc_t, ld_trp, ld_trcd;
   reg	x2b_wrok_r, xfr_ok_r , x2b_rdok_r;
   reg [1:0] b2x_cmd_r,timer0_tc_r,tras_ok_r,x2b_pre_ok_r,x2b_act_ok_r;
   always @ (posedge clk)
      if (~reset_n) begin
	 x2b_wrok_r <= 1'b0;
	 xfr_ok_r   <= 1'b0;
	 x2b_rdok_r <= 1'b0;
	 b2x_cmd_r  <= 2'b0;
	 timer0_tc_r  <= 1'b0;
	 tras_ok_r    <= 1'b0;
	 x2b_pre_ok_r <= 1'b0;
	 x2b_act_ok_r <= 1'b0;
      end
      else begin
	 x2b_wrok_r <= x2b_wrok;
	 xfr_ok_r   <= xfr_ok;
	 x2b_rdok_r <= x2b_rdok;
	 b2x_cmd_r  <= b2x_cmd_t;
	 timer0_tc_r <= (ld_trp | ld_trcd) ? 1'b0 : timer0_tc_t;
	 tras_ok_r   <= tras_ok_internal;
	 x2b_pre_ok_r  <= x2b_pre_ok;
	 x2b_act_ok_r  <= x2b_act_ok;
      end
 wire  x2b_wrok_t     = (1'b0 == 1'b0) ? x2b_wrok_r : x2b_wrok;
 wire  xfr_ok_t       = (1'b0 == 1'b0) ? xfr_ok_r : xfr_ok;
 wire  x2b_rdok_t     = (1'b0 == 1'b0) ? x2b_rdok_r : x2b_rdok;
 wire [1:0] b2x_cmd   = (1'b0 == 1'b0) ? b2x_cmd_r : b2x_cmd_t;
 wire  timer0_tc      = (1'b0 == 1'b0) ? timer0_tc_r : timer0_tc_t;
 assign  tras_ok      = (1'b0 == 1'b0) ? tras_ok_r : tras_ok_internal;
 wire  x2b_pre_ok_t   = (1'b0 == 1'b0) ? x2b_pre_ok_r : x2b_pre_ok;
 wire  x2b_act_ok_t   = (1'b0 == 1'b0) ? x2b_act_ok_r : x2b_act_ok;
   always @ (posedge clk)
      if (~reset_n) begin
	 bank_valid <= 1'b0;
	 tras_cntr <= 4'b0;
	 timer0 <= 4'b0;
	 bank_st <= 3'b000;
      end  
      else begin
	 bank_valid <= (x2b_refresh || bank_prech_page_closed) ? 1'b0 :   
		       (activate_bank) ? 1'b1 : bank_valid;
	 tras_cntr <= (activate_bank) ? tras_delay :
		      (~tras_ok_internal) ? tras_cntr - 4'b1 : 4'b0;
	 timer0 <= (ld_trp) ? trp_delay :
		   (ld_trcd) ? trcd_delay :
		   (timer0 != 'h0) ? timer0 - 4'b1 : timer0;
	 bank_st <= next_bank_st;
      end  
   always @ (posedge clk) begin 
      bank_row <= (bank_st == 3'b010) ? b2x_addr : bank_row;
      if (~reset_n) begin
	 l_start <= 1'b0;
	 l_last <= 1'b0;
	 l_id <= 1'b0;
	 l_len <= 1'b0;
	 l_wrap <= 1'b0;
	 l_write <= 1'b0;
	 l_raddr <= 1'b0;
	 l_caddr <= 1'b0;
         l_sdr_dma_last <= 1'b0;
      end
      else begin
        if (b2r_ack) begin
  	   l_start <= r2b_start;
  	   l_last <= r2b_last;
  	   l_id <= r2b_req_id;
  	   l_len <= r2b_len;
  	   l_wrap <= r2b_wrap;
  	   l_write <= r2b_write;
  	   l_raddr <= r2b_raddr;
  	   l_caddr <= r2b_caddr;
           l_sdr_dma_last <= sdr_dma_last;
        end  
      end
   end  
   assign tras_ok_internal = ~|tras_cntr;
   assign activate_bank = (b2x_cmd == 2'b01) & x2b_ack;
   assign page_hit = (r2b_raddr == bank_row) ? bank_valid : 1'b0;     
   assign timer0_tc_t = ~|timer0;
   assign ld_trp = (b2x_cmd == 2'b00) ? x2b_ack : 1'b0;
   assign ld_trcd = (b2x_cmd == 2'b01) ? x2b_ack : 1'b0;
   always @ (*) begin
       bank_prech_page_closed = 1'b0;
       b2x_req = 1'b0;
       b2x_cmd_t = 2'bx;
       b2r_ack = 1'b0;
       b2x_addr = 13'bx;
       next_bank_st = bank_st;
      case (bank_st)
	3'b000 : begin
		if(1'b0 == 1'b0) begin  
	             if (~r2b_req) begin
	                next_bank_st = 3'b000;
	             end  
	             else if (page_hit) begin 
	                b2r_ack = 1'b1;
	                b2x_cmd_t = (r2b_write) ? 2'b11 : 2'b10;
	                next_bank_st = 3'b011;  
	             end  
	             else begin   
	                b2r_ack = 1'b1;
	                b2x_cmd_t = 2'b00;
	                next_bank_st = 3'b001;   
	             end  
		end else begin  
	             if (~r2b_req) begin
                        bank_prech_page_closed = 1'b0;
	                b2x_req = 1'b0;
	                b2x_cmd_t = 2'bx;
	                b2r_ack = 1'b0;
	                b2x_addr = 13'bx;
	                next_bank_st = 3'b000;
	             end  
	             else if (page_hit) begin 
	                b2x_req = (r2b_write) ? x2b_wrok_t & xfr_ok_t : 
			                       x2b_rdok_t & xfr_ok_t;
	                b2x_cmd_t = (r2b_write) ? 2'b11 : 2'b10;
	                b2r_ack = 1'b1;
	                b2x_addr = r2b_caddr;
	                next_bank_st = (x2b_ack) ? 3'b000 : 3'b011;   
	             end  
	             else begin   
	                b2x_req = tras_ok & x2b_pre_ok_t;
	                b2x_cmd_t = 2'b00;
	                b2r_ack = 1'b1;
	                b2x_addr = r2b_raddr & 13'hBFF;	    
	                next_bank_st = (l_sdr_dma_last) ? 3'b001 : (x2b_ack) ? 3'b010 : 3'b001;   
	             end  
	        end
	end  
	3'b001 : begin
	   b2x_req = tras_ok & x2b_pre_ok_t;
	   b2x_cmd_t = 2'b00;
	   b2r_ack = 1'b0;
	   b2x_addr = l_raddr & 13'hBFF;	    
           bank_prech_page_closed = 1'b0;
	   next_bank_st = (x2b_ack) ? 3'b010 : 3'b001;
	end  
	3'b010 : begin
	   b2x_req = timer0_tc & x2b_act_ok_t;
	   b2x_cmd_t = 2'b01;
	   b2r_ack = 1'b0;
	   b2x_addr = l_raddr;
           bank_prech_page_closed = 1'b0;
	   next_bank_st = (x2b_ack) ? 3'b011 : 3'b010;
	end  
	3'b011 : begin
	   b2x_req = (l_write) ? timer0_tc & x2b_wrok_t & xfr_ok_t :
		     timer0_tc & x2b_rdok_t & xfr_ok_t; 
	   b2x_cmd_t = (l_write) ? 2'b11 : 2'b10;
	   b2r_ack = 1'b0;
	   b2x_addr = l_caddr;
           bank_prech_page_closed = 1'b0;
	   next_bank_st = (x2b_refresh) ? 3'b010 : 
                          (x2b_ack & l_sdr_dma_last) ? 3'b100 :
			  (x2b_ack) ? 3'b000 : 3'b011;
	end  
        3'b100 : begin
	   b2x_req = tras_ok & x2b_pre_ok_t;
	   b2x_cmd_t = 2'b00;
	   b2r_ack = 1'b0;
	   b2x_addr = l_raddr & 13'hBFF;	    
           bank_prech_page_closed = 1'b1;
	   next_bank_st = (x2b_ack) ? 3'b000 : 3'b100;
	end  
      endcase  
   end  
   assign b2x_start = (bank_st == 3'b000) ? r2b_start : l_start;
   assign b2x_last = (bank_st == 3'b000) ? r2b_last : l_last;
   assign b2x_id = (bank_st == 3'b000) ? r2b_req_id : l_id;
   assign b2x_len = (bank_st == 3'b000) ? r2b_len : l_len;
   assign b2x_wrap = (bank_st == 3'b000) ? r2b_wrap : l_wrap;
endmodule  
```
==> results.txt <==
Mean Syn Cell Area: 9.01 sq um
Post-synth regs: 78
start-to-end type of the worst setup path: flip-flop to primary output
warning count from the yosys run: 1
final standard cell area without fillers: 4680 sq um
Max Cap Violations: 0
Worst-path clk slew: 0.08 ns
WL final: 8190 um
endpoint class of the critical path: primary output
depth of the CTS H-tree: 3
leading register cell type out of synthesis: dfxtp_1
die outline area: 11300 sq um
RSZ-0062 raised after global routing: no
summed instance area of the synthesized netlist: 3250 sq um
Setup Fix Bufs, Post-CTS: 0
GRT Total Usage: 14.7%
placed cell count: 587
number of buffers inserted during clock tree synthesis: 9
area taken by multi-input logic gates: 1450 sq um
Final Non-Filler Cells: 603
transition time at the pin with the least slew margin: 0.731 ns
average via count per standard cell: 4.67
xor/xnor cell area share of the yosys netlist: 3.77%
Synth Seq Share: 52.0%
Worst Skew: 0.00954 ns
clk ins delay skew pair: 0.34 ns
summed standard-cell area reported by yosys: 3250 sq um
count of cells resized by post-cts repair: 0
FP Core Util: 31.2%
DRC marker count from the first detailed-route iteration: 76
Finish-stage setup viols: 0
detailed-routing iteration count for the pre-antenna-repair pass: 6
number of diodes: 0
largest driver fanout on the critical path: 11
Final GP Congestion: 0.795
die width: 106 um
via count of the first global-routing pass: 2642
adder-cell share of the synthesized area: 0.385%
min Tclk post-route: 3.29 ns
drc violations: 0
area growth from synthesis to final layout: 44.0%
CTS Buffer Depth: 2
I/O pin total: 109
Root Driver: clkbuf_8
signal arrival time at the worst endpoint: 2.29 ns
stage delay of the slowest cell on the critical path: 0.45 ns
Worst EP required: 4.00 ns
FILL cells: 987
Post-Syn Instances: 361
quantity of I/O buffers inserted on ports: 108
CP Cell Sequence: nor2_1, nand2_1, a22o_1, clkdlybuf4s50_1
Seq. cell area: 1690 sq um
Startpoint Class: flip-flop
kind of cell adding the most delay to the critical path: simple AND/OR/NAND/NOR gates
count of hold buffers inserted by post-cts repair: 0
smallest hold slack: 0.455 ns
slowest cell on the critical path: nor2_1
count of nets left with antenna violations after detail routing: 0
yosys stat cell total: 361
highest clock rate: 0.304 GHz
Cell Pwr Density: 309 nW/um^2
portion of netlist area occupied by mux cells: 7.04%
area post-placement: 4450 sq um
number of antenna violations at the first check in global routing: 0
count of cell types in the netlist: 36
chip height: 106 um
simple logic cell fraction of the synthesized area: 18.6%
standard-cell row count: 37
EDFF count, synth: 13
average wire length per cell after detail routing: 13.6 um
Post-synth ARST share: 0%
largest net degree at the start of global routing: 45
area of the core: 10400 sq um
number of buffer and inverter instances along the worst setup path: 1
count of final hold-check violations: 0
warning total across the stage logs: 25
number of sinks on the clock net: 78
leakage power of the design: 1.68 nW
sum of overflow across all layers after global routing: 0
headroom to the max-slew limit: 51.2%
final total negative setup slack: 0 ns
main kind of combinational logic by area: simple AND/OR/NAND/NOR gates
largest vdd supply drop: 0.162 mV
ratio of cells with drive above 1 in the final layout: 8.57%
clock tree from TritonCTS: yes
HPWL reported at the end of detailed placement: 5480 um
total via count after detailed routing: 2816
aoi/oai-family share of the synthesized area: 14.7%
Hold Path Class: flip-flop to flip-flop
wire length of the first global-routing pass: 12800 um
result of the run: completed
period utilisation layout: 65.8%
count of final max-slew check failures: 0
[path summary, 6_finish.rpt]
path              start           to  slack (ns)  cells after the start
max          bank_st[1]  b2x_addr[4]        1.71                      4
min             l_id[3]      l_id[3]        0.45                      2
min reg2reg     l_id[3]      l_id[3]        0.45                      2
max reg2reg  bank_st[1]  bank_row[0]        3.20                      3
[cells by family (layout without fill, tap and decap cells)]
logic type / Yosys count / in the layout
flops: 78 / 78
compound gates: 80 / 80
simple gates: 140 / 140
fa+ha+maj: 1 / 1
mux: 21 / 21
buf+inv: 27 / 133
xor+xnor: 14 / 14
[cells in the mapped netlist (all sizes together) (2+ instances only)]
| library cell | count | share of area (%) |
|---|---|---|
| nand2 | 102 | 12 |
| dfxtp | 65 | 40 |
| a21oi | 49 | 7.5 |
| mux2 | 15 | 5.2 |
| clkbuf | 14 | 1.6 |
| xnor2 | 14 | 3.8 |
| edfxtp | 13 | 12 |
| a22o | 11 | 3.0 |
| nor2 | 10 | 1.2 |
| buf | 9 | 1.3 |
| o21ai | 7 | 1.1 |
| a211oi | 6 | 1.4 |
| and2 | 6 | 1.2 |
| mux2i | 6 | 1.8 |
| inv | 4 | 0.46 |
| nand2b | 3 | 0.58 |
| nand4 | 3 | 0.58 |
| nor3 | 3 | 0.46 |
| nor3b | 3 | 0.69 |
| nand4b | 2 | 0.54 |
| o22ai | 2 | 0.38 |
| or3 | 2 | 0.38 |
[flip-flops by register name, indices dropped and copies added, names as in the netlist, 2 cells and up]
name,flops
l_raddr,13
bank_st,5
tras_cntr,4
bank_row,13
timer0,4
l_id,4
l_caddr,13
b2x_cmd_r,2
l_len,7
[stage by stage]
stage | utilization, % | worst slack, ns | power, mW
6_report | 45.0 | 1.71 | 1.45
5_1_grt | 45.0 | 1.52 | 1.52
4_1_cts | 45.0 | 1.65 | 1.47
3_5_place_dp | 42.7 | 1.89 | 0.909
3_3_place_gp | 42.7 | 1.91 | 0.906
2_1_floorplan | - | 2.59 | 0.791
[cell type report]
cell class,count,share of cell area [%]
clock buffer,9,2.64
multi-input combinational,256,31.0
tap,136,3.63
sequential,78,36.1
clock inverter,7,2.40
inverter,4,0.321
timing repair buffer,113,23.9
[layer usage]
| metal | share of wire, % | wire length [um] | vias to the layer above | track usage, % |
|---|---|---|---|---|
| li1 | - | - | 1439 | - |
| met1 | 48 | 3950 | 1291 | 22.0 |
| met2 | 46 | 3730 | 84 | 23.1 |
| met3 | 5.8 | 473 | 2 | 3.25 |
| met4 | 0.38 | 31 | 0 | 1.69 |
| met5 | 0 | 0 | - | 0 |
[worst min-delay path, delay by kind of cell, from the launching register on]
| family | cells | cell delay [ns] |
|---|---|---|
| AOI/OAI and AO/OA | 1 | 0.05 |
| DFF | 1 | 0.31 |
| and+or+nand+nor | 1 | 0.05 |
[cell usage in the layout, fill, tap and decap left out, drive strengths merged, types with 7 or more instances in the layout]
cell           count
a21oi             49
o21ai              7
mux2              15
clkbuf             9
nor2              10
dfxtp             65
a22o              11
nand2            102
clkdlybuf4s50    108
edfxtp            13
xnor2             14
[where the power goes]
group | switching [mW] | total (mW) | leakage (nW) | internal (mW)
clock network | 0.228 | 0.557 | 0.119 | 0.329
logic | 0.0790 | 0.202 | 0.901 | 0.123
registers | 0.0198 | 0.689 | 0.660 | 0.669
Power is estimated from default activity; no workload was simulated.
