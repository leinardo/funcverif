`design/flow/run.sh`:
```
#!/bin/bash
# OpenROAD 26Q1-2900-gdf79404cd8, Yosys 0.63+post, stock flow scripts
make -C /OpenROAD-flow-scripts/flow DESIGN_CONFIG=/design/flow/config.mk WORK_HOME=/design/flow/orfs finish
```
`design/flow/config.mk`:
```
export PLATFORM = sky130hd
export DESIGN_NAME = sdrc_req_gen
export DESIGN_NICKNAME = sdrc_req_gen
export VERILOG_FILES = /design/flow/design.v
export SDC_FILE = /design/flow/constraint.sdc
export NUM_CORES = 4
export LEC_CHECK = 1
export CORE_UTILIZATION = 40
```
`design/flow/constraint.sdc`:
```
current_design sdrc_req_gen

set clk_period 9.7
set clk_io_pct 0.2

create_clock -name clk0 -period $clk_period [get_ports {clk}]

set non_clock_inputs [all_inputs -no_clocks]
set_input_delay [expr $clk_period * $clk_io_pct] -clock clk0 $non_clock_inputs
set_output_delay [expr $clk_period * $clk_io_pct] -clock clk0 [all_outputs]
```
`design/flow/design.v`:
```
module sdrc_req_gen (clk,
		    reset_n,
		    cfg_colbits,
		    sdr_width,
		    req,	         
		    req_id,	         
		    req_addr,	         
		    req_len,	         
		    req_wrap,	         
		    req_wr_n,	         
		    req_ack,	         
		    r2x_idle,
		    r2b_req,	         
		    r2b_req_id,	         
		    r2b_start,	         
		    r2b_last,	         
		    r2b_wrap,	         
		    r2b_ba,	         
		    r2b_raddr,	         
		    r2b_caddr,	         
		    r2b_len,	         
		    r2b_write,	         
		    b2r_ack,
		    b2r_arb_ok
		    );
parameter  APP_AW   = 26;   
parameter  APP_DW   = 32;   
parameter  APP_BW   = 4;    
parameter  APP_RW   = 9;    
parameter  SDR_DW   = 16;   
parameter  SDR_BW   = 2;    
input                   clk           ;
input                   reset_n       ;
input [1:0]             cfg_colbits   ;  
input 			req           ;  
input [4-1:0] req_id      ;  
input [APP_AW-1:0] 	req_addr      ;  
input [APP_RW-1:0] 	req_len       ;  
input 			req_wr_n      ;  
input                   req_wrap      ;  
output 			req_ack       ;  
output 			r2x_idle      ; 
output                  r2b_req       ;  
output                  r2b_start     ;  
output                  r2b_last      ;  
output                  r2b_write     ;  
output                  r2b_wrap      ;  
output [4-1:0] 	r2b_req_id;
output [1:0] 		r2b_ba        ;  
output [12:0] 		r2b_raddr     ;  
output [12:0] 		r2b_caddr     ;  
output [(1'b0 == 1'b0) ? 6 : 12-1:0] 	r2b_len       ;  
input 			b2r_ack       ;  
input                   b2r_arb_ok    ;  
input [1:0] 	        sdr_width;  
   reg  [1:0]		req_st, next_req_st;
   reg 			r2x_idle, req_ack, r2b_req, r2b_start, 
			r2b_write, req_idle, req_ld, lcl_wrap;
   reg [4-1:0] 	r2b_req_id;
   reg [(1'b0 == 1'b0) ? 6 : 12-1:0] 	lcl_req_len;
   wire 		r2b_last, page_ovflw;
   reg page_ovflw_r;
   wire [(1'b0 == 1'b0) ? 6 : 12-1:0] 	r2b_len, next_req_len;
   wire [12:0] 	        max_r2b_len;
   reg  [12:0] 	        max_r2b_len_r;
   reg [1:0] 		r2b_ba;
   reg [12:0] 		r2b_raddr;
   reg [12:0] 		r2b_caddr;
   reg [APP_AW-1:0] 	curr_sdr_addr ;
   wire [APP_AW-1:0] 	next_sdr_addr ;
reg [APP_AW:0]           req_addr_int;
reg [APP_RW-1:0]         req_len_int;
always @(*) begin
   if(sdr_width == 2'b00) begin  
      req_addr_int     = {1'b0,req_addr};
      req_len_int      = req_len;
   end else if(sdr_width == 2'b01) begin  
      req_addr_int     = {req_addr,1'b0};
      req_len_int      = {req_len,1'b0};
   end else  begin  
      req_addr_int    = {req_addr,2'b0};
      req_len_int     = {req_len,2'b0};
   end
end
   assign max_r2b_len = (cfg_colbits == 2'b00) ? (12'h100 - {4'b0, req_addr_int[7:0]}) :
	                (cfg_colbits == 2'b01) ? (12'h200 - {3'b0, req_addr_int[8:0]}) :
			(cfg_colbits == 2'b10) ? (12'h400 - {2'b0, req_addr_int[9:0]}) : (12'h800 - {1'b0, req_addr_int[10:0]});
   assign page_ovflw = ({1'b0, req_len_int} > max_r2b_len) ? ~r2b_wrap : 1'b0;
   assign r2b_len = r2b_start ? ((page_ovflw_r) ? max_r2b_len_r : lcl_req_len) :
                      lcl_req_len;
   assign next_req_len = lcl_req_len - r2b_len;
   assign next_sdr_addr = curr_sdr_addr + r2b_len;
   assign r2b_wrap = lcl_wrap;
   assign r2b_last = (r2b_start & !page_ovflw_r) | (req_st == 2'b10);
   always @ (posedge clk) begin
      page_ovflw_r   <= (req_ack) ? page_ovflw: 'h0;
      max_r2b_len_r  <= (req_ack) ? max_r2b_len: 'h0;
      r2b_start      <= (req_ack) ? 1'b1 :
		        (b2r_ack) ? 1'b0 : r2b_start;
      r2b_write      <= (req_ack) ? ~req_wr_n : r2b_write;
      r2b_req_id     <= (req_ack) ? req_id : r2b_req_id;
      lcl_wrap       <= (req_ack) ? req_wrap : lcl_wrap;
      lcl_req_len    <= (req_ack) ? req_len_int  :
		        (req_ld) ? next_req_len : lcl_req_len;
      curr_sdr_addr  <= (req_ack) ? req_addr_int :
		        (req_ld) ? next_sdr_addr : curr_sdr_addr;
   end  
   always @ (*) begin
      r2x_idle    = 1'b0;
      req_idle    = 1'b0;
      req_ack     = 1'b0;
      req_ld      = 1'b0;
      r2b_req     = 1'b0;
      next_req_st = 2'b00;
      case (req_st)      // synopsys full_case parallel_case
	2'b00 : begin
	   r2x_idle = ~req;
	   req_idle = 1'b1;
	   req_ack = req & b2r_arb_ok;
	   req_ld = 1'b0;
	   r2b_req = 1'b0;
	   next_req_st = (req & b2r_arb_ok) ? 2'b01 : 2'b00;
	end  
	2'b01 : begin
	   r2x_idle = 1'b0;
	   req_idle = 1'b0;
	   req_ack = 1'b0;
	   req_ld = b2r_ack;
	   r2b_req = 1'b1;                        
	   next_req_st = (b2r_ack ) ? ((page_ovflw_r) ? 2'b10 :2'b00) : 2'b01;
	end  
	2'b10 : begin
	   r2x_idle = 1'b0;
	   req_idle = 1'b0;
	   req_ack  = 1'b0;
	   req_ld = b2r_ack;
	   r2b_req = 1'b1;                        
	   next_req_st = (b2r_ack) ? 2'b00 : 2'b10;
	end  
      endcase  
   end  
   always @ (posedge clk)
      if (~reset_n) begin
	 req_st <= 2'b00;
      end  
      else begin
	 req_st <= next_req_st;
      end  
wire [APP_AW-1:0] 	map_address ;
assign      map_address  = (req_ack) ? req_addr_int :
		           (req_ld)  ? next_sdr_addr : curr_sdr_addr;
always @ (posedge clk) begin
    r2b_ba <= (cfg_colbits == 2'b00) ? {map_address[9:8]}   :
	      (cfg_colbits == 2'b01) ? {map_address[10:9]}  :
	      (cfg_colbits == 2'b10) ? {map_address[11:10]} : map_address[12:11];
    r2b_caddr <= (cfg_colbits == 2'b00) ? {5'b0, map_address[7:0]} :
	         (cfg_colbits == 2'b01) ? {4'b0, map_address[8:0]} :
	         (cfg_colbits == 2'b10) ? {3'b0, map_address[9:0]} : {2'b0, map_address[10:0]};
    r2b_raddr <= (cfg_colbits == 2'b00)  ? map_address[22:10] :
	         (cfg_colbits == 2'b01)  ? map_address[23:11] :
	         (cfg_colbits == 2'b10)  ? map_address[24:12] : map_address[25:13];
end	   
endmodule  
```
==> Changelog: implementation <==
### Implementation results

* YS warnings at 3
* DIE HEIGHT at between 100 and 150 um
* Area grow syn2layout at 23.48%
* CTS sink cnt at around 69
* Top_reg_cell synth: dfxtp_1
* Outcome: completed
* Fmax at between 0.15 and 0.2 GHz
* Number of clock buffers inserted by TritonCTS at 9
* Power per cell area at 160.4 nW/um2
* Worst hold path class: reg2reg
* Reg clk slew, reported paths at around 0.05 ns
* Drt total wl at ~13,000 um
* Synth top area share at 18.94%
* Cell variety after synth at approximately 73
* Final core utilization at between 50% and 60%
* Final hold violation count at 0
* Die X-Extent at around 110 um
* Worst Path Arrival at 4.07 ns
* CP Max Fanout at 59
* Post-route clock skew at 0.004131 ns
* Post-Syn Instances at about 590
* Register share after synthesis at a little under a third
* Normalized max-slew margin at between 40% and 50%
* Synth cell count leaders: nor2_1, a21oi_1, nand2_1
* Core Util at FP at 41.55%
* Comb area at around 3100 um2
* Max-capacitance violation count at 0
* WHS Path Cells at 2
* Routed vias at approximately 4,500
* DRC errors left at 0
* WP data required at 7.76 ns
* Initial antenna violation count at 0
* Minimum clock period at around 6 ns
* Die area at ~13,000 um2
* Yosys stat cell total at between 500 and 600
* Fin crit share at about three fifths
* ANT nets after route at 0
* Largest net degree at the start of global routing at 71
* Slew Limit Fails at 0
* Worst-path cell chain: clkdlybuf4s50_1 -> nand2_1 -> or2_2 -> buf_4 -> inv_4 -> clkdlybuf4s50_1
* Critical path buffers and inverters at 4
* CP dominant cell by count: clkdlybuf4s50_1
* Port buffer count at 93
* Startpoint Class: primary input
* Setup violators final at 0
* Inserted Diodes at 0
* Core ar. at roughly 12,000 um2
* Worst-margin pin slew at ~0.75 ns
* Mapped cell area at 5074 um2
* CP Capture Type: output pin
* Unrepaired setup endpoints after global routing: false
* Post-route total power at ~1.0 mW
* Setup TNS at 0 ns
* DR vias/cell at 5.373
* Largest stage delay, worst path at between 0.5 and 0.6 ns
* Drt wl/cell at ~16 um
* Hpwl dp at roughly 10000 um
* Stages on the worst setup path at 6
* FF+latch count, synth at 69
* CTS tree: done
* Post-cts resize count at 0
* Synth top cell by count: nor2_1
* Seq. cell area at 1592 um2
* Count of library flops with an enable pin at 21
* R2r worst-path depth at 12
* VDD IR max at between 0.07 and 0.08 mV
* Fraction of layout cells with a size suffix above 1 at between 7 and 8%
* Post-synth ARST share at 0%
* First-pass GRT wire length at 21,250 um
* Area contributors post-synth: dfxtp_1, edfxtp_1, mux2i_1
* Area reported by Yosys stat at 5074 um2
* Placer Congestion at approximately 0.9
* First drt pass iteration count at 4
* Tool warnings at 25
* Ports at between 90 and 100
* Leakage at between 2 and 3 nW
* Total gr overflow at 0
* Latency at later pin at 0.33 ns
* Syn_area_per_cell at approximately 8.6 um2
* Longest Clk Path Bufs at 2
* Clock Tree Root: clkbuf_16
* # fillers at between 1,000 and 1,500
* Initial DRC count at 258
* Yosys top cell by area: dfxtp_1
* Cts hold-fix bufs at 0
* Number of global-route vias before repair at 4,175
* Post-CTS setup buffer count at 0
* H-tree Lvls at 3
* Setup CP Type: in2out
* CP max stage cell: clkdlybuf4s50_1
* CP delay by family, top: buffers and inverters
* Core Rows at around 40
* All-Layer GR Usage at about a fifth
tightest hold or removal path: stages (launching register included):
cell	delay, ns
dfxtp_1	0.31
nand2_1	0.05
o211ai_1	0.07
per-stage QoR:
step | instances | hold WS (ns) | cell area [um2] | setup slack (ns)
after floorplan | 594 | 0.4497 | 5077 | 4.741
after global placement | 814 | 0.4737 | 5968 | 3.704
after detailed placement | 814 | 0.4835 | 5968 | 3.689
after CTS | 830 | 0.4953 | 6265 | 3.671
after global routing | 830 | 0.5092 | 6265 | 3.564
final | 830 | 0.4879 | 6265 | 3.688
layout make-up:
type                            count  area share, %
Multi-Input combinational cell    458          49.97
Clock inverter                      4         0.2996
Sequential cell                    69          25.40
Inverter                           22          1.358
Tap cell                          168          3.355
Timing Repair Buffer               97          15.18
Clock buffer                       12          4.434
cells in the final DEF (no fill, tap or decap), drive strengths merged, types with 11 or more instances in the layout:
cell           synthesis  routed
dfxtp                 48      48
clkdlybuf4s50          0      91
nor2b                 11      11
o22ai                 11      11
mux2i                 37      37
nor2                  71      71
xor2                  18      18
nand2                 51      51
a21oi                 53      53
inv                   21      21
xnor2                 18      18
edfxtp                21      21
ha                    23      23
clkbuf                 9      12
o21ai                 36      36
registers in the layout (all words and copies together) (netlist names), 2 cells and up:
register / cells
r2b_req_id: 4
req_st: 3
r2b_ba: 2
r2b_caddr: 3
lcl_req_len: 7
max_r2b_len_r: 7
r2b_raddr: 13
curr_sdr_addr: 26
logic make-up after synthesis:
family | synth area share [%]
AND-OR/OR-AND | 21.97
flip-flops | 31.37
buffers and inverters | 7.003
AND/OR/NAND/NOR | 17.24
XOR/XNOR | 6.363
other | 0.07391
multiplexers | 9.519
adder cells (fa/ha/maj) | 6.461
report_power, final:
part | internal (mW) | leakage (nW) | total (mW) | switching, mW
Sequential | 0.341 | 0.601 | 0.364 | 0.0234
Clock | 0.200 | 0.151 | 0.316 | 0.116
Combinational | 0.159 | 1.78 | 0.324 | 0.165
metal layers:
layer / global-route usage, % / share of wire [%] / up-vias
li1: - / - / 2264
met1: 34.18 / 49 / 2041
met2: 31.19 / 43 / 144
met3: 4.153 / 7.0 / 11
met4: 1.905 / 1.0 / 0
met5: 0 / 0 / -
path summary, 6_finish.rpt:
path	slack (ns)	endpoint	startpoint
worst max-delay path	3.69	req_ack	req
worst min register to register	0.49	req_st[0]	req_st[0]
worst min-delay path	0.49	req_st[0]	req_st[0]
worst max register to register	6.08	r2b_ba[1]	page_ovflw_r
Power is estimated from default activity; no workload was simulated.
